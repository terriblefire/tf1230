[flow/config.mk]
export PLATFORM = sky130hd
export DESIGN_NAME = ata
export DESIGN_NICKNAME = ata
export VERILOG_FILES = /design/flow/design.v
export SDC_FILE = /design/flow/constraint.sdc
export NUM_CORES = 4
export LEC_CHECK = 1
export CORE_AREA = 10 10 70 70
export DIE_AREA = 0 0 80 80
[flow/constraint.sdc]
current_design ata

set clk_period 1.0
set clk_io_pct 0.2

create_clock -name clk0 -period $clk_period [get_ports {CLK}]

set non_clock_inputs [all_inputs -no_clocks]
set_input_delay [expr $clk_period * $clk_io_pct] -clock clk0 $non_clock_inputs
set_output_delay [expr $clk_period * $clk_io_pct] -clock clk0 [all_outputs]
[flow/design.v]
`timescale 1ns / 1ps
module ata (
           input         CLK,
           input         AS,
           input         RW,
           input [31:0]  A,
           input         WAIT,
           output [1:0] IDECS,
           output        IOR,
           output        IOW,
           output        DTACK,
           output        ACCESS
       );
wire GAYLE_IDE = ({A[31:15]} != {16'h00DA,1'b0});
reg [7:0] ASDLY = 8'hff;
reg DTACK_INT = 1'b1;
reg IOR_INT = 1'b1;
reg IOW_INT = 1'b1;
always @(posedge CLK or posedge AS) begin
    if (AS == 1'b1) begin
        ASDLY <= 8'hff;
    end else begin
        ASDLY <= {ASDLY[6:0], AS | (GAYLE_IDE)};
    end
end
always @(negedge CLK or posedge AS) begin
    if (AS == 1'b1) begin
        IOR_INT <= 1'b1;
        IOW_INT <= 1'b1;
        DTACK_INT <= 1'b1;
    end else begin
        IOR_INT <= ~RW | ASDLY[0];
        IOW_INT <=  RW | ASDLY[1];
        DTACK_INT <=  ASDLY[1] | ~WAIT;
    end
end
reg [1:0] IDECS_INT;
reg RTC_CS_INT;
reg SPARE_CS_INT;
always @(posedge CLK) begin 
    IDECS_INT <= A[12] ? {GAYLE_IDE, 1'b1} : {1'b1, GAYLE_IDE};
end 
assign IOR = IOR_INT;
assign IOW = IOW_INT;
assign DTACK = DTACK_INT;
assign IDECS = IDECS_INT;
assign ACCESS = GAYLE_IDE;
endmodule
[flow/run.sh]
#!/bin/bash
# OpenROAD 26Q1-2900-gdf79404cd8, Yosys 0.63+post, stock flow scripts
make -C /OpenROAD-flow-scripts/flow DESIGN_CONFIG=/design/flow/config.mk WORK_HOME=/design/flow/orfs finish
==> impl_metrics.ini <==
; generated from flow reports
[floorplan]
fp_util_pct = 8.57
die_x_um = 80
die_h_um = 80
pin_count = 42
rows = 21
standard_cell_core_area_um2 = 3420
die_area_um2 = 6400

[final_layout]
fillCellCount = 391
logic_area_um2 = 124
signed_area_change_from_the_synthesized_netlist_to_the_final_layout_pct = 125
fin_util_pct = 19.3
seqCellArea_um2 = 173
fraction_of_final_layout_cells_sized_beyond_drive_strength_1_pct = 41.0

[routing]
wl_um = 986
initialDrtViolationCount = 2
insertedDiodeCount = 0
wire_per_inst_um = 9.21
viasPerCell = 3.02
route.antenna.remaining_nets = 0
firstDrtPassIters = 3
route.vias.total = 323
drcViolationCount = 0

[power_and_ir_drop]
ir_drop_uv = 380
power_density_nw_per_um2 = 1010
design_power_total_uw = 666
total_leakage_power_uw = 0.000264

[place]
gp_congestion = 0.671
portBuffers = 27

[sta]
grt_setup_unrepaired = yes
worst_hold_slack_ns = 0.359
tightestPinTransition_ns = 0.210
timing.final.ws_setup_ns = -0.593
slew_headroom_pct = 85.9
timing.final.max_slew_violations = 0
fin_tns_setup_ns = -3.04
setup-violations-final = 10
final-hold-violation-count = 0
finalClockSkew_ns = 0.0600

[logic_synthesis]
ys_warn_count = 1
synth_chip_area_um2 = 293
syn_inst = 24
yosys.stat.seqShare_pct = 58.5
syn_avg_cell_area_um2 = 12.2
synth_area_um2 = 293
yosys-stat-cells = 24
count_of_state_elements_after_synthesis = 7
yosys.cell_types.count = 13

[clock_network]
tritoncts = done
cts_buffers = 3
htreeDepth = 1
cts_max_path_buffers = 2
clkSlewWorstSetupHoldPaths_ns = 0.05
clk-insertion-delay-late_ns = 0.30
cts_root_buf = sky130_fd_sc_hd__clkbuf_4
quantity_of_hold_fixing_buffers_added_after_cts = 0
cts_num_sinks = 7

[critical_path]
startpoint_types = register
worstPathMaxFanout = 1
number_of_stages_on_the_worst_setup_path = 1
slowest_delay_ns = 0.50
required_ns = 0.80
reg_to_reg_endpoint = DTACK_INT
r2r-start = ASDLY[1]
worstPathArrival_ns = 1.39
worstPathCellList = buf_2
crit_family = flip-flops
timing.critical_path.to = IOR
worstSetupStartpoint = IOR_INT
cp.buffers_inverters = 1
reg2reg_slack_ns = -0.13
worst_path_max_delay_cell = sky130_fd_sc_hd__dfstp_2
cp-end-kind = output pin
worst-r2r-cell-count = 1
critical_path_start_end_classification = register to output pin

[status]
violations = setup timing
status = finished, violations left

[global_route]
grt_overflow = 0
pin_count_of_the_biggest_net_entering_global_routing = 6
global_route_wire_length_before_repair_mm = 1.72
first_global_vias = 378
grtUsageTotal_pct = 3.37
antenna_violations_before_repair = 0

[min_path]
hold_start = ASDLY[0]
hp-class = register to register

[flow_run]
openroad.warnings = 45
max_cap_violations = 0
[cells by family after synthesis]
kind of cell	synth area share [%]
buffers and inverters	2.57
flip-flops	58.5
AND/OR/NAND/NOR	38.9
[through the flow]
| step | setup WS (ns) | instance area, um2 | instances |
|---|---|---|---|
| floorplan | -0.289 | 295 | 24 |
| global placement | -1.24 | 646 | 100 |
| detailed placement | -1.24 | 646 | 100 |
| CTS | -0.607 | 656 | 107 |
| global route | -0.640 | 659 | 107 |
| finish | -0.593 | 659 | 107 |
[where the power goes]
group / total [uW] / leakage (uW) / switching (uW) / internal (uW)
combinational: 102 / 0.000164 / 27.1 / 74.5
clock: 281 / 0.0000313 / 123 / 158
sequential: 284 / 0.0000683 / 0.000443 / 284
total: 666 / 0.000264 / 150 / 517
[layout make-up]
type                       count  area share [%]
clock buffer                   3            3.42
clock inverter                 4            2.28
tap                           46            8.73
timing repair buffer          31            40.0
multi-input combinational     15            18.8
inverter                       1           0.569
sequential                     7            26.2
[layout by cell type, fill, tap and decap left out]
cell,count
sky130_fd_sc_hd__clkdlybuf4s50_1,12
sky130_fd_sc_hd__inv_1,4
sky130_fd_sc_hd__nor2b_1,1
sky130_fd_sc_hd__dlygate4sd2_1,2
sky130_fd_sc_hd__and4b_1,1
sky130_fd_sc_hd__clkdlybuf4s15_1,5
sky130_fd_sc_hd__dfxtp_1,1
sky130_fd_sc_hd__nand4b_1,1
sky130_fd_sc_hd__dfstp_2,5
sky130_fd_sc_hd__buf_6,1
sky130_fd_sc_hd__or4bb_4,1
sky130_fd_sc_hd__or4_4,1
sky130_fd_sc_hd__clkbuf_4,3
sky130_fd_sc_hd__nor4_4,1
sky130_fd_sc_hd__nand2b_1,2
sky130_fd_sc_hd__clkinv_1,1
sky130_fd_sc_hd__nor2_1,3
sky130_fd_sc_hd__buf_2,7
sky130_fd_sc_hd__dfxtp_2,1
sky130_fd_sc_hd__nand4_1,3
sky130_fd_sc_hd__buf_4,4
sky130_fd_sc_hd__or2_4,1
[per-layer routing]
metal  up-vias  part of all wire (%)  track usage (%)
li1        160                     -                -
met1       133                    40             3.29
met2        28                    32             4.33
met3         2                    26             4.32
met4         0                   1.2            0.704
met5         -                     0                0
[Yosys cell counts (all sizes together)]
cell / n / area, um2
nand2b: 2 / 12.5
and4b: 1 / 10.0
nand4: 3 / 18.8
or2: 1 / 6.26
nand4b: 1 / 8.76
dfxtp: 2 / 40.0
nor2b: 1 / 6.26
dfstp: 5 / 131
or4: 1 / 7.51
inv: 2 / 7.51
nor2: 3 / 11.3
nor4: 1 / 21.3
or4bb: 1 / 11.3
[worst min-delay path by stage]
stage | to | slack (ns) | cells past startpoint
4_1_cts | ASDLY[1] | 0.36 | 0
5_1_grt | ASDLY[1] | 0.37 | 0
6_report | ASDLY[1] | 0.36 | 0
[flip-flops by register name (all words and copies together), names as in the netlist]
name,count
DTACK_INT,1
IOR_INT,1
ASDLY,2
IDECS_INT,2
IOW_INT,1
[timing repair]
item                                    4_1_cts  5_1_grt
cloned                                        0        0
pin swaps                                     4        0
resized                                      37        3
endpoints found under the setup margin       12       12
buffers inserted                              1        0
Power and IR drop assume default switching activity.
