==> design/flow/run.sh <==
#!/bin/bash
# OpenROAD 26Q1-2900-gdf79404cd8, Yosys 0.63+post, stock flow scripts
make -C /OpenROAD-flow-scripts/flow DESIGN_CONFIG=/design/flow/config.mk WORK_HOME=/design/flow/orfs finish
==> design/flow/config.mk <==
export PLATFORM = sky130hd
export DESIGN_NAME = autoconfig
export DESIGN_NICKNAME = autoconfig
export VERILOG_FILES = /design/flow/design.v
export SDC_FILE = /design/flow/constraint.sdc
export NUM_CORES = 4
export LEC_CHECK = 1
export CORE_AREA = 10 10 70 70
export DIE_AREA = 0 0 80 80
==> design/flow/constraint.sdc <==
current_design autoconfig

set clk_period 1.5
set clk_io_pct 0.2

create_clock -name clk0 -period $clk_period [get_ports {AS20}]
create_clock -name clk1 -period $clk_period [get_ports {DS20}]

set non_clock_inputs [all_inputs -no_clocks]
set_input_delay [expr $clk_period * $clk_io_pct] -clock clk0 $non_clock_inputs
set_output_delay [expr $clk_period * $clk_io_pct] -clock clk0 [all_outputs]
==> design/flow/design.v <==
`timescale 1ns / 1ps
module autoconfig(
           input    RESET,
           input 	AS20,
           input 	RW20,
           input 	DS20,
           input [31:0] A,
           output [7:4] DOUT,
           output  ACCESS,
           output  DECODE
       );
reg config_out = 'd0;
reg configured = 'd0;
reg shutup = 'd0;
reg [7:4] data_out = 'd0;
wire Z2_ACCESS = ({A[31:16]} != {16'h00E8}) | (&config_out);
wire Z2_WRITE = (Z2_ACCESS | RW20);
wire [5:0] zaddr = {A[6:1]};
always @(posedge AS20 or negedge RESET) begin
    if (RESET == 1'b0) begin
        config_out <= 'd0;
    end else begin
        config_out <= configured | shutup;
    end
end
always @(negedge DS20 or negedge RESET) begin
    if (RESET == 1'b0) begin
        configured <= 'd0;
        shutup <= 'd0;
        data_out[7:4] <= 4'hf;
    end else begin
            if (Z2_WRITE == 1'b0) begin
                    case (zaddr)
                    'h22: begin  
                        configured <= 1'b1;
                    end
                    'h26: begin  
                        shutup <= 1'b1;
                    end
                endcase
            end
            case (zaddr)
                'h00: data_out[7:4] <= 4'ha;
                'h01: data_out[7:4] <= 4'h2;
                'h03: data_out[7:4] <= 4'hc;
                'h04: data_out[7:4] <= 4'h4;
                'h08: data_out[7:4] <= 4'he;
                'h09: data_out[7:4] <= 4'hc;
                'h0a: data_out[7:4] <= 4'h2;
                'h0b: data_out[7:4] <= 4'h7;
                'h11: data_out[7:4] <= 4'he;
                'h12: data_out[7:4] <= 4'hb;
                'h13: data_out[7:4] <= 4'h5;
                default: data_out[7:4] <= 4'hf;
            endcase
    end
end
assign DECODE = ({A[31:26]} != {6'b0100_00}) | shutup;
assign ACCESS = Z2_ACCESS;
assign DOUT = data_out;
endmodule
==> PnR_summary.wiki <==
=== Synthesis and place and route ===
{| class="wikitable"
! Metric !! Value
|-
| Max FO, Critical Path || 1
|-
| Htree depth || 1
|-
| Chip area line of the yosys report || 493.0 sq um
|-
| Last weighted congestion value of the routability-driven placer || 0.8189
|-
| Number of global-route vias before repair || 656
|-
| VDD IR max || 0.0001751 V
|-
| Filler cell count || 360
|-
| Cells on Worst Hold Path || 1
|-
| Area grow syn2layout || 110.9%
|-
| Crit Path Class || reg2out
|-
| Share of the synthesized area in the top cell type || 21.32%
|-
| Worst hold start || configured$_DFFE_NN0P_
|-
| Slowest CP cell || sky130_fd_sc_hd__dfstp_2
|-
| Sequential area share after synthesis || 36.55%
|-
| Pre-Repair DR Iteration Count || 2
|-
| Storage cell area || 180.2 sq um
|-
| Classification of the worst-slack hold path || reg2reg
|-
| Reg2Reg Depth || 2
|-
| Diodes inserted || 0
|-
| OpenROAD warning count || 44
|-
| Remaining design rule violation count || 0
|-
| Wire length of the first global-routing pass || 2960 microns
|-
| Post-synthesis register bit count || 7
|-
| Worst Slack Setup Final || -0.4466 ns
|-
| Synthesis Warnings || 1
|-
| Maximum root-to-sink buffer count || 2
|-
| Slew at the pin with the worst max-slew slack || 0.2591 ns
|-
| Area of the die || 6400 sq um
|-
| Average cell area after synthesis || 9.859 sq um
|-
| Number of hold-slack violations in the final timing report || 0
|-
| Gate Count Post-Synth || 50
|-
| # port buffers || 30
|-
| Dominant cell by count in the synthesized netlist || sky130_fd_sc_hd__dfstp_2
|-
| Core area || 3416 sq um
|-
| Violated checks || setup timing
|-
| Effective utilization at floorplan || 14.43%
|-
| Placed wire-length estimate after detailed placement || 1383 microns
|-
| Worst R2R End || config_out$_DFF_PN0_
|-
| # Cells Yosys || 50
|-
| Combined global-route utilization of all metal layers || 5.537%
|-
| Ys async rst share || 100.0%
|-
| Biggest cell delay along the critical path || 0.50 ns
|-
| Critical path launch point type || flip-flop
|-
| Final non-filler cell total || 145
|-
| Unrepaired setup endpoints after global routing || true
|-
| TritonCTS clock tree || built
|-
| Relative max-transition margin || 82.68%
|-
| Average routed wire per standard cell || 12.48 microns
|-
| Final setup violation count || 13
|-
| Initial DRC Count || 8
|-
| Hold endpoint || configured$_DFFE_NN0P_
|-
| Dominant delay contributor by cell family on the critical path || flip-flops
|-
| Height of the die || 80 microns
|-
| Cell Area, Synth || 493.0 sq um
|-
| Distinct lib cells used || 28
|-
| Cts bufs inserted || 3
|-
| Fraction of final layout cells with drive strength greater than 1 || 67.68%
|-
| Crit path capture type || output port
|-
| IO Pins || 42
|-
| Max Slew Vio Count || 0
|-
| Main synth FF type || sky130_fd_sc_hd__dfstp_2
|-
| Die Span X || 80 microns
|-
| Placed cells || 132
|-
| Master cell of the clock root buffer || sky130_fd_sc_hd__clkbuf_4
|-
| Count of vias placed by the detailed router || 584
|-
| Via/cell ratio || 4.028
|-
| Routed wire length || 1810 microns
|-
| Post-route setup TNS || -3.040 ns
|-
| Run status || finished with violations
|-
| Combinational cell area excluding buffers and inverters || 380.4 sq um
|-
| Count of library flops with an enable pin || 0
|-
| Worst EP required || 1.20 ns
|-
| Final setup skew || 0 ns
|-
| Number of buffers and inverters on the critical path || 1
|-
| Critical register-to-register path startpoint || shutup$_DFFE_NN0P_
|-
| Largest area contributor in the netlist || sky130_fd_sc_hd__dfstp_2
|-
| Clock transition at path regs || 0.04 ns
|-
| Worst Setup Slack post-DPL || -0.8502 ns
|-
| Data arrival time of the worst path || 1.65 ns
|-
| Reg-to-reg setup timing slack || -0.39 ns
|-
| Count of nets left with antenna violations after detail routing || 0
|-
| Power Dens Cells || 548.6 nW/um^2
|-
| Maximum number of pins on one net before global-route repair || 8
|-
| Num rows || 21
|-
| Top cells by count, synth || sky130_fd_sc_hd__dfstp_2 (4), sky130_fd_sc_hd__and4bb_2 (3), sky130_fd_sc_hd__inv_1 (3), sky130_fd_sc_hd__nand2b_1 (3), sky130_fd_sc_hd__nor2_1 (3)
|-
| Total congestion overflow after global routing || 0
|-
| Max capacitance violation total || 0
|-
| Initial antenna violation count || 0
|-
| Cell-by-cell trace of the critical path || buf_2
|-
| Cell types with the largest area share after synthesis || sky130_fd_sc_hd__dfstp_2 (21%), sky130_fd_sc_hd__dfrtn_1 (10%), sky130_fd_sc_hd__and4bb_2 (7.6%)
|-
| Static power due to leakage || 0.4307 nW
|}
## cell usage in the layout (no fill, tap or decap), drive strengths merged
cell type,instances
a211oi,1
dfstp,4
nand3,1
inv,6
o31ai,1
clkdlybuf4s50,1
dlygate4sd2,1
nor2,3
xor2,2
nand2b,3
nor3b,1
and4bb,3
dfrtp,1
nor4,3
a2111oi,1
a31oi,1
buf,40
clkdlybuf4s15,3
nand4b,2
or4b,1
o21ai,2
nand4bb,2
or3,1
o21bai,2
nor3,2
a21oi,2
dfrtn,2
or3b,2
clkbuf,4
or2,1
## worst max-delay path by stage
stage	start	cells after the start	slack (ns)	to
after CTS	data_out[4]$_DFF_NN1_	1	-0.46	DOUT[4]
after global routing	data_out[5]$_DFF_NN1_	1	-0.49	DOUT[5]
final	data_out[4]$_DFF_NN1_	1	-0.45	DOUT[4]
## logic make-up (layout without fill, tap and decap cells)
logic type,count (synthesis),count (layout),share of synthesized area (%)
xor+xnor,2,2,3.554
flops,7,7,36.55
buf+inv,6,55,5.838
compound gates,10,10,13.20
simple gates,25,25,40.87
## registers in the layout (all words and copies together), names as in the netlist
name        cells
config_out      1
configured      1
shutup          1
data_out        4
## metal layers
metal  up-vias  routed length [microns]  GRT usage, %
li1        287                        -             -
met1       272                      824         7.143
met2        25                      782         8.668
met3         0                      203         2.045
met4         0                        0         1.056
met5         -                        0             0
## where the power goes
group          switching, W  internal, W
combinational     0.0000675    0.0000987
sequential      0.000000830     0.000198
clock             0.0000896     0.000116
## layout make-up
cell class | instances | area share (%)
clock inverters | 4 | 1.444
well taps | 46 | 5.535
repair buffers | 45 | 35.62
multi-input cells | 37 | 36.58
clock buffers | 4 | 2.527
flip-flops and latches | 7 | 17.33
inverters | 2 | 0.9627
## per-stage QoR
step / util [%] / power [W] / hold WS (ns) / area [sq um]
2_1_floorplan: - / 0.0002717 / 0.004409 / 533.0
3_3_place_gp: 26.92 / 0.0003643 / 0.4140 / 919.6
3_5_place_dp: 26.92 / 0.0003664 / 0.4152 / 919.6
4_1_cts: 28.97 / 0.0005683 / 0.4186 / 989.7
5_1_grt: 30.44 / 0.0006159 / 0.4453 / 1040
6_report: 30.44 / 0.0005705 / 0.4242 / 1040
## timing repair
action                     in CTS  in global routing
setup buffers                   7                  1
pin swaps                      19                 10
hold buffers                    0                  0
gates resized                 117                  8
setup endpoints to repair      13                 13
Power figures rest on the tool's default switching activity, not on a simulated workload.
