$ cat flow/design.v
`timescale 1ns / 1ps
module fastata (
           input         CLK,
           input         RESET,
           input         TS,
           input         RW,
           input [31:0]  A,
           input         IDEWAIT,
           output [1:0]  IDECS,
           output        IOR,
           output        IOW,
           output        TA,
           output        ACCESS
       );
parameter IDE_DOUBLER = 0; 
wire IDE_ACCESS = ({A[31:15]} != {16'h00DA,1'b0});
parameter PIO_MODE0_T1   =  2;              
parameter PIO_MODE0_T2   =  5;              
parameter PIO_MODE0_T4   =  1;              
parameter PIO_MODE0_Teoc =  1;              
reg [7:0] T = 0;
localparam T0 = 'd0;
localparam T1 = PIO_MODE0_T1;
localparam T2 = PIO_MODE0_T1 + PIO_MODE0_T2;
localparam T4 = PIO_MODE0_T1 + PIO_MODE0_T2 + PIO_MODE0_T4;
localparam TEOC = PIO_MODE0_T1 + PIO_MODE0_T2 + PIO_MODE0_T4 + PIO_MODE0_Teoc;
reg TS_HOLD = 1'b1;
reg IOR_INT = 1'b1;
reg IOW_INT = 1'b1;
reg TA_INT  = 1'b1;
wire START = TS | IDE_ACCESS;
reg t1_done;
reg t2_done;
reg t4_done;
reg te_done;
always @(posedge CLK or negedge RESET) begin
    if (RESET == 1'b0) begin 
        T <= 0;
        TS_HOLD <= 1'b1;
        t1_done <= 1'b1;
        t2_done <= 1'b1;
        t4_done <= 1'b1;
        te_done <= 1'b1;
    end else begin 
        if (|T) begin
            T <= T + 'd1;
            if ((START|t4_done) == 1'b0) begin 
                TS_HOLD <= 1'b0;
            end
        end
        case (T)
            T0: begin  
                if ((START & TS_HOLD) == 1'b0) begin 
                    T <= 'd1;
                    TS_HOLD <= 1'b1;
                    t1_done <= 1'b1;
                    t2_done <= 1'b1;
                    t4_done <= 1'b1;
                    te_done <= 1'b1;
                end 
            end
            T1: t1_done <= 1'b0;
            T2: t2_done <= 1'b0;
            T4: t4_done <= 1'b0;
            TEOC: begin 
                te_done <= 1'b0;
                T <= T0;
            end
        endcase
    end
end
reg [1:0] IDECS_INT;
reg t4_done_d;
reg t4_done_d2;
always @(posedge CLK or negedge RESET) begin 
     if (RESET == 1'b0) begin 
        IDECS_INT <= 2'b11;
        IOR_INT <= 1'b1;
        IOW_INT <= 1'b1;
        TA_INT  <= 1'b1;
        t4_done_d <= 1'b1;
        t4_done_d2 <= 1'b1;
    end else begin 
        IDECS_INT <= A[12] ? {IDE_ACCESS, 1'b1} : {1'b1, IDE_ACCESS};
        IOR_INT <= (~RW | t1_done | ~t2_done);
        IOW_INT <= ( RW | t1_done | ~t2_done);
        TA_INT <= t4_done | ~t4_done_d2;
        t4_done_d <= t4_done;
        t4_done_d2 <= t4_done_d;
    end
end 
assign TA  = TA_INT;
assign IOR = IOR_INT;
assign IOW = IOW_INT;
assign IDECS = IDECS_INT;
assign ACCESS = IDE_ACCESS;
endmodule
$ cat flow/constraint.sdc
current_design fastata

set clk_period 2.3
set clk_io_pct 0.2

create_clock -name clk0 -period $clk_period [get_ports {CLK}]

set non_clock_inputs [all_inputs -no_clocks]
set_input_delay [expr $clk_period * $clk_io_pct] -clock clk0 $non_clock_inputs
set_output_delay [expr $clk_period * $clk_io_pct] -clock clk0 [all_outputs]
$ cat flow/run.sh
#!/bin/bash
# OpenROAD 26Q1-2900-gdf79404cd8, Yosys 0.63+post, stock flow scripts
make -C /OpenROAD-flow-scripts/flow DESIGN_CONFIG=/design/flow/config.mk WORK_HOME=/design/flow/orfs finish
$ cat flow/config.mk
export PLATFORM = sky130hd
export DESIGN_NAME = fastata
export DESIGN_NICKNAME = fastata
export VERILOG_FILES = /design/flow/design.v
export SDC_FILE = /design/flow/constraint.sdc
export NUM_CORES = 4
export LEC_CHECK = 1
export CORE_AREA = 10 10 87 87
export DIE_AREA = 0 0 97 97
==> results.yml <==
# physical design summary
synthesis:
  top_area_cell: "dfstp_2"
  synthArstFlopShare: 1.00
  common_cells: "11 x dfstp_2, 8 x dfrtp_1, 6 x inv_1, 6 x nand3_1, 5 x nand2_1"
  top_cell: "dfstp_2"
  yosys_cells: 88
  edf_count: 0
  yosys_warnings: 1
  yosysUniqueCellTypes: 34
  synth_flops: 19
  top_area_frac: 0.304
  syn_area_um2: 952
  ys_sh_adder: 0.0526
  ys.flop_type: "dfstp_2"
  avgSynthCellArea_um2: 10.8
  syn-instance-count: 88
  ys_sh_simple: 0.218
  yosys.area_share.aoi: 0.146
  logic_family: "simple AND/OR/NAND/NOR gates"
  xor_area_frac: 0.0460
  topCellsByArea: "dfstp_2 30%, dfrtp_1 21%, ha_1 5.3%"
  synth.mux.area_fraction: 0
  yosysChipArea_um2: 952
  ys_seq_frac: 0.514
sta:
  slew_violations: 0
  fin_ws_ps: 141
  rsz0062_at_grt: "no"
  tightest_slew_ps: 548
  period_used_share: 0.939
  finalSetupViolCount: 0
  relSlewSlack: 0.632
  period_needed_ps: 2160
  finalHoldViolations: 0
  fin_skew_ps: 1.31
  fmax_ghz: 0.463
floorplan:
  core_area_um2: 5640
  fp-utilization: 0.169
  die_h_um: 97
  ioPinCount: 43
  die_w_um: 97
  rows: 27
  die-area_um2: 9410
cells_and_area:
  final-seq-area_um2: 489
  largest_register: "T"
  biggestRegsByFlops: "T: 8 flops, IDECS_INT: 2 flops"
  layout-drive-gt1-share: 0.238
  area_growth_pct: 50.1
  post-route-util: 0.253
  fillCellCount: 590
  largest_reg_flops: 8
  logic_area_um2: 459
route:
  viasPerCell: 3.96
  wl_per_cell_um: 10.3
  first_iter_violations: 49
  drc_errors: 0
  vias: 785
  antenna_cells: 0
  routed_wl_um: 2030
  antenna_left: 0
  first_pass_iters: 4
critical_path:
  reg2reg_from: "T[0]"
  crit_path_start_kind: "primary input"
  worst_r2r_endpoint: "T[0]"
  required_ps: 1840
  reg2reg_depth: 5
  r2r_slack_ps: 600
  crit_arrival_ps: 1700
  cp-end-kind: "primary output"
  cp_max_fo: 2
  critical_path_class: "primary input to primary output"
global_route:
  track_usage: 0.0438
  overflow: 0
  grt_pass1_vias: 813
  grt_pass1_wl_um: 3590
  grt_max_degree: 20
  antenna_found_initial: 0
min_path:
  worstHoldPathType: "flop to flop"
  whs_path_depth: 0
  min_from: "t4_done_d"
  hold-path-endpoint: "t4_done_d2"
clock_tree:
  h-tree-depth: 1
  cts_buffer_depth: 2
  clk_pin_slew_worst_paths_ps: 70
  clock.latency.late_pin_ps: 250
  hold_buffers: 0
  root_buffer: "clkbuf_8"
  cts_tree: "built"
  cts_sinks: 19
  numCtsBuffers: 3
power:
  peakVddDrop_mv: 0.342
  cellPowerDensity_nw_per_um2: 818
  power.leakage_nw: 0.561
placed_design:
  post-place-ws_ps: -133
  routabilityCongestion: 0.804
  dp_hpwl_um: 1610
  port_buffers: 27
outcome:
  status: "finished clean"
flow_run:
  drv_cap: 0
  warnings: 43
critical path, stage by stage:
cell and delay, ps:
clkdlybuf4s50_1 440, nor4bb_2 260, nand4_1 150, nor2_1 160, inv_1 50, clkdlybuf4s15_1 170
power by group:
part | switching, W | internal [W]
Clock | 0.000103 | 0.000123
Combinational | 0.000230 | 0.000223
Sequential | 0.0000857 | 0.000404
Total | 0.000419 | 0.000750
through the flow:
| stage | power (W) | hold WS, ps | setup TNS (ps) | instance area, um2 | instances |
|---|---|---|---|---|---|
| 3_5_place_dp | 0.000938 | 347 | -133 | 1350 | 192 |
| 3_3_place_gp | 0.000945 | 346 | -169 | 1350 | 192 |
| 4_1_cts | 0.00118 | 357 | 0 | 1420 | 198 |
| 6_report | 0.00117 | 356 | 0 | 1430 | 198 |
| 2_1_floorplan | 0.000812 | 164 | 0 | 952 | 88 |
| 5_1_grt | 0.00128 | 367 | 0 | 1430 | 198 |
layout by cell type (no fill, tap or decap), types with 4 or more instances in the layout:
cell type,instances
a31oi_1,4
and3_1,4
buf_4,7
clkdlybuf4s50_1,26
dfrtp_1,8
dfstp_2,11
ha_1,4
inv_1,6
nand2_1,5
nand3_1,6
o21ai_0,4
xnor2_1,4
per-layer routing:
metal  global-route usage  wire [um]  part of all wire  up-vias
li1                     -          -                 -      394
met1               0.0608       1010              0.50      358
met2               0.0552        719              0.35       31
met3               0.0308        281              0.14        2
met4              0.00451         18            0.0089        0
met5                    0          0                 0        -
layout make-up:
| type | instances | share of cell area |
|---|---|---|
| inverters | 6 | 0.0158 |
| well taps | 72 | 0.0630 |
| repair buffers | 34 | 0.226 |
| multi-input cells | 63 | 0.321 |
| clock buffers | 4 | 0.0315 |
| flip-flops and latches | 19 | 0.342 |
worst max-delay path by stage:
| stage | start | to | slack, ps | cells after the start |
|---|---|---|---|---|
| after global routing | A[20] | ACCESS | 10 | 6 |
| final | A[19] | ACCESS | 140 | 6 |
| after CTS | A[19] | ACCESS | 70 | 6 |
timing repair:
item / CTS / global route
resized: 3 / 2
setup buffers: 2 / 0
pin swaps: 4 / 3
setup endpoints to repair: 1 / 1
kinds of logic after synthesis:
logic type | count (synthesis)
flip-flops | 19
buffers and inverters | 6
XOR/XNOR | 5
adder cells (fa/ha/maj) | 4
AND/OR/NAND/NOR | 33
AND-OR/OR-AND | 21
Power figures rest on the tool's default switching activity, not on a simulated workload.
